==> ./design.v <==
`timescale 1ns / 1ps
module SSD(Q,a,b,c,d,e,f,g);
input [3:0]Q;
output reg a,b,c,d,e,f,g;
always @(Q) begin 
case (Q) 
0: begin a=0;b=0;c=0;d=0;e=0;f=0;g=1; end
1:  begin a=1;b=0;c=0;d=1; e=1; f=1; g=1; end
2:  begin a=0;b=0;d=0;e=0;g=0;c=1; f=1; end
3:  begin a=0;b=0;c=0;d=0;g=0;e=1; f=1; end
4:  begin a=1;b=0;c=0;d=1;e=1;g=0; d=1; f=0; end
5:  begin a=0;c=0;d=0;g=0;f=0;b=1; e=1; end
6:  begin a=0;b=1; g=0;c=0;d=0;e=0;f=0; end
7:  begin a=0;b=0;c=0; d=1; e=1; f=1; g=1; end
8:  begin a=0;b=0;c=0;d=0;e=0;f=0; g=0; end
9:  begin a=0;b=0;c=0;d=0;f=0;g=0; e=1; end
10: begin d=1;a=0;b=0;c=0;g=0;e=0;f=0; end
11: begin a=1; b=1;g=0;c=0;d=0;e=0;f=0; end
12: begin a=0;d=0;e=0; b=1; c=1; f=0;g=1;end
13: begin a=1;b=0;c=0;d=0;e=0;f=1;g=0; end
14: begin b=1; c=1; a=0;g=0;d=0;e=0;f=0; end
15: begin b=1; c=1; d=1;a=0;g=0;e=0;f=0; end
endcase 
end
endmodule
module lab4(clk,upd,reset,Q);
input clk,upd,reset;
output reg [3:0]Q;
always @(posedge clk or posedge reset)
if (reset==1) Q<=4'b0;
else if (upd==1) Q<=Q+1;
else Q<=Q-1;
endmodule
module lab4_all(clk,upd,reset,Q0,Q1,Q2,Q3,a, b, c, d, e, f, g,a0,a1,a2,a3);
input clk, reset, upd; 
output reg a0,a1,a2,a3;
output Q3, Q2, Q1, Q0, a, b, c, d, e, f, g; 
reg Q3, Q2, Q1, Q0;
wire [3:0] Q; 
initial begin
a0=1'b0;
a1=1'b1;
a2=1'b1;
a3=1'b1;
end
SSD S(Q,a,b,c,d,e,f,g);
lab4 L(clk,upd,reset,Q);
always @(Q) begin
Q3=Q[3];
Q2=Q[2];
Q1=Q[1];
Q0=Q[0];
end
endmodule
==> ./run.sh <==
#!/bin/bash
# OpenROAD 26Q1-2900-gdf79404cd8, Yosys 0.63+post, stock flow scripts
make -C /OpenROAD-flow-scripts/flow DESIGN_CONFIG=/design/flow/config.mk WORK_HOME=/design/flow/orfs finish
==> ./config.mk <==
export PLATFORM = sky130hd
export DESIGN_NAME = lab4_all
export DESIGN_NICKNAME = lab4_all
export VERILOG_FILES = /design/flow/design.v
export SDC_FILE = /design/flow/constraint.sdc
export NUM_CORES = 4
export LEC_CHECK = 1
export CORE_AREA = 10 10 70 70
export DIE_AREA = 0 0 80 80
==> ./constraint.sdc <==
current_design lab4_all

set clk_period 1.5
set clk_io_pct 0.2

create_clock -name clk0 -period $clk_period [get_ports {clk}]

set non_clock_inputs [all_inputs -no_clocks]
set_input_delay [expr $clk_period * $clk_io_pct] -clock clk0 $non_clock_inputs
set_output_delay [expr $clk_period * $clk_io_pct] -clock clk0 [all_outputs]
==> deck_impl_summary.md <==
Flow Results at a Glance

Outcome
  • Outcome: complete, but fails checks
  • Failing checks: setup timing

Layout
  • Most frequent logic cell in the layout: buf_6
  • Largest register FFs: 4
  • Fraction of layout cells with a size suffix above 1: 0.6237
  • Most flops, register: L.Q
  • Area growth from synthesis to layout: 102.6%
  • Final Cell Area: approximately 990 sq um
  • Biggest regs: L.Q (4)
  • Most frequent cells in the layout: buf_6, buf_4, buf_2

Timing
  • Final Hold Fails: 0
  • # setup viols final: 7
  • RSZ-0062 raised after global routing: true
  • Max Clock Freq: between 0.5 and 0.6 GHz
  • Max-slew violations: 0
  • Period minus WS final: ~1800 ps
  • Worst Clk Skew: roughly 2.4 ps
  • Fin worst setup slack: -255.0 ps
  • Cycle use final: 1.170

Drt
  • Via/cell ratio: between 3 and 4
  • Post-DR wirelength/cell: approximately 11 microns
  • Routed WL: 1518 microns
  • DR DRC count: 0
  • Detailed Routing Iterations Pass 1: 4
  • Vias: approximately 500
  • Initial DRC Count: 9
  • Ant. Diodes: 0
  • Antenna-violating nets left: 0

Floorplanning
  • Die W: around 80 microns
  • Die ar.: 6400 sq um
  • IO Count: 18
  • Core Footprint: ~3400 sq um
  • Floorplan utilization: 0.1429
  • Row count: 21
  • Die height: around 80 microns

CTS
  • CTS tree: built
  • Root Driver: clkbuf_4
  • CTS clk-pin slew, worst paths: roughly 40 ps
  • H-tree depth: 1
  • Clk ins delay skew pair: ~230 ps
  • CTS Sinks: 4
  • Number of CTS-inserted buffers: 3
  • Clock Tree Buf Depth: 2
  • Cts-stage hold buffer count: 0

Global routing
  • GRT Util Overall: 0.04545
  • Vias in the first global route: about 520
  • Initial antenna violation count: 0
  • Overflow after GRT: 0
  • Maximum number of pins on one net before global-route repair: 15
  • First-pass GRT wire length: approximately 2500 microns

Placement
  • IO buf count: 13
  • HPWL Detailed: slightly below 1000 microns
  • Gpl congestion: roughly 0.81
  • Placed Area: around 710 sq um

Run
  • Maximum capacitance violations: 0
  • Tool Warnings: 33

Synthesis
  • Ys Warns: 3
  • Synth flops: 4
  • Top cells by area: ha_1, dfrtp_1, buf_4
  • Post-synth cell types: 25
  • Synth Seq Share: 0.2051
  • Syn avg cell area: between 8 and 9 sq um
  • Syn Inst Count: around 56
  • Yosys Instances: ~56
  • YS chip area: 488.0 sq um
  • Mapped cell area: 488.0 sq um
  • Area share, top type: 0.2308
  • Yosys top cell by area: ha_1

Power
  • Pwr Density: around 1600 nW/um^2
  • Pwr Total: about 1.6 mW
  • Worst VDD drop: slightly below 0.6 mV
  • Leakage: 0.4592 nW

Worst setup path
  • Reg2Reg Depth: 7
  • Critical path arrival: about 1500 ps
  • Worst setup EP type: output pin
  • Critical path launch point type: register
  • Crit Path Max Fanout: 3
  • WS Path Type: reg2out
  • Data required, critical path: approximately 1200 ps

Worst hold path
  • Type of the worst min-delay path: in2async
## worst max-delay path, cell delays in order, from the launching register on
cell,delay [ps]
dfrtp_1,390
buf_6,140
inv_4,60
ha_4,200
nor2b_2,130
nor3_2,50
a31oi_1,130
buf_2,120
## cells by family after synthesis
group                    Yosys count  share of synthesized area
AND-OR/OR-AND                     14                     0.1769
XOR/XNOR                           3                    0.05386
adder cells (fa/ha/maj)           10                     0.2718
buffers and inverters             11                     0.1359
flip-flops                         4                     0.2051
multiplexers                       2                    0.04103
other                              2                    0.01539
AND/OR/NAND/NOR                   10                    0.09999
## cells in the mapped netlist (all sizes together)
cell type	n
a211oi	1
inv	4
a31oi	1
o22ai	1
nand2	4
o21ai	4
a21oi	4
nor2b	2
dfrtp	4
nand2b	1
a21o	1
mux2i	2
nor3	1
fa	1
nand3	2
clkbuf	1
xor2	1
o21a	2
ha	9
buf	6
xnor2	2
conb	2
## through the flow
step | hold WS, ps | worst slack (ps) | setup TNS, ps | utilization | cells
finish | 250.6 | -255.0 | -1429 | 0.2894 | 139
global placement | 509.3 | -356.7 | -2398 | 0.2092 | 121
global route | 280.2 | -347.0 | -2048 | 0.2894 | 139
CTS | 254.2 | -235.5 | -1356 | 0.2652 | 136
floorplan | 66.08 | 24.14 | 0 | - | 58
detailed placement | 506.6 | -346.5 | -2393 | 0.2092 | 121
## where the power goes
group	total (mW)	internal [mW]	leakage [nW]	switching, mW
sequential	0.214	0.158	0.0476	0.0556
combinational	1.23	0.716	0.398	0.513
clock	0.130	0.0892	0.0138	0.0409
total	1.57	0.964	0.459	0.609
## cell type report
class / instances / area (sq um)
clock buffer: 3 / 22.52
fill: 363 / 2427
inverter: 4 / 17.52
multi-input combinational: 43 / 447.9
sequential: 4 / 102.6
tap: 46 / 57.56
timing repair buffer: 39 / 340.3
## worst paths after layout
kind | slack (ps) | start | endpoint
max | -260 | L.Q[0]$_DFF_PP0_ | d
min reg2reg | 690 | L.Q[3]$_DFF_PP0_ | L.Q[3]$_DFF_PP0_
max reg2reg | 10 | L.Q[1]$_DFF_PP0_ | L.Q[3]$_DFF_PP0_
min | 250 | reset | L.Q[3]$_DFF_PP0_
min in group clk0 | 690 | L.Q[3]$_DFF_PP0_ | L.Q[3]$_DFF_PP0_
max in group asynchronous | 1090 | reset | L.Q[2]$_DFF_PP0_
## repair_timing
item / in CTS / in global routing
setup endpoints to repair: 11 / 10
gates resized: 53 / 16
setup buffers: 12 / 3
pin swaps: 7 / 6
## layer usage
| layer | share of wire | vias up | global-route usage | wire length [microns] |
|---|---|---|---|---|
| met5 | 0 | - | 0 | 0 |
| met4 | 0.026 | 0 | 0.01408 | 40 |
| met3 | 0.032 | 4 | 0.009091 | 48 |
| met2 | 0.42 | 13 | 0.06822 | 643 |
| met1 | 0.52 | 236 | 0.06342 | 785 |
| li1 | - | 251 | - | - |
Power is estimated from default activity; no workload was simulated.
